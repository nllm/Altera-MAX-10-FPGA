**design.v**
```verilog
module main_robot (input clk, input reset, input btn, output reg led, output reg led1, output reg led2, output reg led3, output reg led4
, output reg senal,output reg senal1, output reg senal2,output reg senal3, output reg senal4,output reg senal5, output reg senal6);
reg [6:0] contador;
reg [6:0] contador1;
reg [6:0] contador2;
reg [6:0] contador3;
reg [6:0] contador4;
reg [6:0] contador5;
reg [6:0] duty;
reg [6:0] duty1;
reg [6:0] duty2;
reg [6:0] duty3;
reg [6:0] duty4;
reg [6:0] duty5;
reg [3:0] mov;
reg [3:0] cont;
wire rls;
wire clock100hz;
clock100hz U1(.clk(clk),.senal(reloj100hz));
clock_seconds U2(.clk(clk), .led(rls));
localparam STATE_Initial= 3'd0,
			  STATE_1= 3'd1,
			  STATE_2= 3'd2,
			  STATE_3= 3'd3,
			  STATE_4= 3'd4,
			  STATE_5_PlaceHolder = 3'd5,
			  STATE_6_PlaceHolder = 3'd6,
			  STATE_7_PlaceHolder = 3'd7;
reg[2:0] CurrentState;
reg[2:0] NextState;
always@(posedge rls)begin
	if (reset) CurrentState <= STATE_Initial;
	else CurrentState <= NextState;
end
always@(posedge rls)begin
	if(cont==4'd1)begin
	led4 = 1;
	cont=0;
	mov=mov+1;
	end
	else begin
	led4 = 0;
	end 
	if(mov==4'd4)begin
	mov=4'd0;
	end
	cont=cont+1;
	case(mov)
	4'd0: begin
	led = 1;
	led1 = 0;
	led3 = 0;
	led2 = 0;
	duty = 6'd7; 
	duty1 = 6'd7; 
	duty2 = 6'd8; 
	duty3 = 6'd7; 
	duty4 = 6'd7; 
	duty5 = 6'd6; 
	end
	4'd1: begin
	led = 0;
	led1 = 1;
	led3 = 0;
	led2 = 0;
	duty = 6'd7; 
	duty1 = 6'd8; 
	duty2 = 6'd9; 
	duty3 = 6'd7; 
	duty4 = 6'd8; 
	duty5 = 6'd7; 
	end
	4'd2: begin
	led = 0;
	led1 = 0;
	led3 = 0;
	led2 = 1;
	duty = 6'd7; 
	duty1 = 6'd8; 
	duty2 = 6'd8; 
	duty3 = 6'd7; 
	duty4 = 6'd7; 
	duty5 = 6'd6; 
	end
	4'd3: begin
	led = 0;
	led1 = 0;
	led3 = 1;
	led2 = 0;
	duty = 6'd7; 
	duty1 = 6'd6; 
	duty2 = 6'd8; 
	duty3 = 6'd7; 
	duty4 = 6'd6; 
	duty5 = 6'd5; 
	end
	endcase
end
always @ (posedge reloj100hz)
begin
	if (contador<duty)
	begin
		senal = 1'b1;
	end
	else
	begin
	senal = 1'b0;
	end
	contador=contador+1;
	if (contador ==7'd100)
	begin
		contador = 0;
	end
end
always @ (posedge reloj100hz)
begin
	if (contador1<duty1)
	begin
		senal1 = 1'b1;
	end
	else
	begin
	senal1 = 1'b0;
	end
	contador1=contador1+1;
	if (contador1 ==7'd100)
	begin
		contador1 = 0;
	end
end
always @ (posedge reloj100hz)
begin
	if (contador2<duty2)
	begin
		senal2 = 1'b1;
	end
	else
	begin
	senal2 = 1'b0;
	end
	contador2=contador2+1;
	if (contador2 ==7'd100)
	begin
		contador2 = 0;
	end
end
always @ (posedge reloj100hz)
begin
	if (contador3<duty3)
	begin
		senal3 = 1'b1;
	end
	else
	begin
	senal3 = 1'b0;
	end
	contador3=contador3+1;
	if (contador3 ==7'd100)
	begin
		contador3 = 0;
	end
end
always @ (posedge reloj100hz)
begin
	if (contador4<duty4)
	begin
		senal4 = 1'b1;
	end
	else
	begin
	senal4 = 1'b0;
	end
	contador4=contador4+1;
	if (contador4 ==7'd100)
	begin
		contador4 = 0;
	end
end
always @ (posedge reloj100hz)
begin
	if (contador5<duty5)
	begin
		senal5 = 1'b1;
	end
	else
	begin
	senal5 = 1'b0;
	end
	contador5=contador5+1;
	if (contador5 ==7'd100)
	begin
		contador5 = 0;
	end
end
	endmodule
module clock_seconds (input clk, output reg led);
reg[24:0] contador;
always @(posedge clk)
	begin
		if(contador == 25'd24999999 )
			begin
				contador=0;
				led = ~led;
			end
		contador=contador+1;
	end
endmodule 
module clock100hz(input clk, output senal);	 
reg [19:0] conta;
reg tempo;  
assign senal=tempo;
always @(posedge clk)
begin
	conta=conta+1;
	if (conta == 20'd5000)
	begin
		conta=0;
		tempo = ~tempo;
	end
end
endmodule
```
**run.sh**
```bash
#!/bin/bash
# OpenROAD 26Q1-2900-gdf79404cd8, Yosys 0.63+post, stock flow scripts
make -C /OpenROAD-flow-scripts/flow DESIGN_CONFIG=/design/flow/config.mk WORK_HOME=/design/flow/orfs finish
```
**config.mk**
```make
export PLATFORM = sky130hd
export DESIGN_NAME = main_robot
export DESIGN_NICKNAME = main_robot
export VERILOG_FILES = /design/flow/design.v
export SDC_FILE = /design/flow/constraint.sdc
export NUM_CORES = 4
export LEC_CHECK = 1
export CORE_UTILIZATION = 50
```
**constraint.sdc**
```tcl
current_design main_robot

set clk_period 3.8
set clk_io_pct 0.2

create_clock -name clk0 -period $clk_period [get_ports {clk}]

set non_clock_inputs [all_inputs -no_clocks]
set_input_delay [expr $clk_period * $clk_io_pct] -clock clk0 $non_clock_inputs
set_output_delay [expr $clk_period * $clk_io_pct] -clock clk0 [all_outputs]
```
==> out/qor.tcl <==
set qor(tightest_slew_ns) 0.6034
set qor(maxCapViolations) 0
set qor(post-cts-setup-buffer-count) 0
set qor(status) {finished, final reports clean}
set qor(final_layout_size_suffix_gt1_share_pct) 3.962
set qor(vias_per_cell) 5.170
set qor(dominantRegCellSynth) {sky130_fd_sc_hd__dfxtp_1}
set qor(numPortBuffers) 11
set qor(area_after_dpl_um2) 5325
set qor(arrival_ns) 2.77
set qor(die_height_um) 102.6
set qor(final-max-slew-violation-count) 0
set qor(route.vias.total) 3428
set qor(net-switching-power_w) 0.0001625
set qor(cts-buffers-inserted) 5
set qor(netlist_area_um2) 5057
set qor(overflow_left_after_global_routing) 0
set qor(synth_cells) 514
set qor(area_growth_pct) 7.521
set qor(dr.pass1.iters) 4
set qor(yosysCellCount) 514
set qor(intPower_w) 0.0006813
set qor(grt_antenna_before_repair) 0
set qor(sequentialPowerShare_pct) 58.6
set qor(timing.critical_path.to) {U2.contador[24]$_DFF_P_}
set qor(tritoncts) {built}
set qor(core_area_um2) 9774
set qor(worstReg2RegStart) {U2.contador[7]$_DFF_P_}
set qor(cts_resized) 0
set qor(yosys_warnings) 5
set qor(final_hold_viol_count) 0
set qor(unclocked_regs) 69
set qor(dr.first_iter.drc_count) 37
set qor(yosys_area_um2) 5057
set qor(post-route-util_pct) 55.63
set qor(first_global_vias) 2999
set qor(unconstrained_endpoints) 92
set qor(clock_latency_ns) 0.29
set qor(final_cell_area_um2) 5438
set qor(cts_hold_buf) 0
set qor(finalClockPeriodUsage_pct) 67.76
set qor(postRouteAntennaNets) 0
set qor(die_x_um) 102.6
set qor(regToRegEndpoint) {U2.contador[24]$_DFF_P_}
set qor(synth.avg_cell_area_um2) 9.839
set qor(globalRouteTotalUtil_pct) 15.28
set qor(enable_flop_cells) 14
set qor(post-route-min-period_ns) 2.575
set qor(cts-root-buf) {sky130_fd_sc_hd__clkbuf_8}
set qor(synth-seq-area-share_pct) 48.69
set qor(placedCellCount) 655
set qor(post-synth-top-area-cell) {sky130_fd_sc_hd__dfxtp_1}
set qor(timing.critical_path.required_ns) 4.00
set qor(cellLeakagePower_nw) 2.187
set qor(power.share.clock_pct) 41.4
set qor(min-delay-path-class) {reg -> reg}
set qor(drc_errors) 0
set qor(min-delay-start) {U2.contador[21]$_DFF_P_}
set qor(worst_clock_skew_ns) 0.003358
set qor(log.warning_count) 33
set qor(ys_ff) 116
set qor(cts.clk_slew.worst_paths_ns) 0.08
set qor(async_reset_ff_share_pct) 0
set qor(weighted_congestion_reported_at_the_end_of_routability_driven_placement) 0.8623
set qor(routed_wire_length_per_instance_um) 11.27
set qor(power.share.switching_pct) 19.26
set qor(crit_start) {U2.contador[7]$_DFF_P_}
set qor(worst-r2r-setup-slack_ns) 1.23
set qor(r2r.worst_path.cells) 11
set qor(core_util_floorplan_pct) 51.74
set qor(grt_max_degree) 49
set qor(combinationalPowerShare_pct) 0
set qor(peak_freq_mhz) 388.4
set qor(cp-start-kind) {flop}
set qor(path_max_fanout) 8
set qor(path_class) {reg -> reg}
set qor(power.density_nw_per_um2) 155.2
set qor(die_area_um2) 10520
set qor(h_tree_levels) 2
set qor(grt_first_pass_wirelength_um) 12900
set qor(ys_types) 53
set qor(ios) 15
set qor(synthTopCellsByArea) {sky130_fd_sc_hd__dfxtp_1 (40%), sky130_fd_sc_hd__edfxtp_1 (8.3%), sky130_fd_sc_hd__xnor2_1 (6.6%), sky130_fd_sc_hd__xor2_1 (6.2%), sky130_fd_sc_hd__ha_1 (5.7%)}
set qor(netlist.area_leader.share_pct) 40.38
set qor(worst_ir_drop_vdd_mv) 0.3002
set qor(route.final.wire_length_um) 7474
set qor(finalSetupTns_ns) 0
set qor(end_kind) {flop}
set qor(largest_buffer_count_on_any_clock_path) 2
set qor(slew-limit-headroom_pct) 59.21
set qor(dp.final_hpwl_um) 5536
set qor(insertedDiodeCount) 0
set qor(fp-row-count) 36
set qor(final-setup-viol-count) 0
set qor(stdcell_count) 663
set qor(grt_setup_unrepaired) {false}
-- power groups by stage --
stage / combinational (W) / sequential [W] / clock, W
5_1_grt: 0.0000000514 / 0.000495 / 0.000380
4_1_cts: 0.0000000209 / 0.000495 / 0.000363
6_report: 0.0000000117 / 0.000495 / 0.000349
-- Yosys cell counts, drive strengths merged (2+ instances only) --
master / number
nor4: 9
or3: 4
o21ai: 11
xnor2: 38
buf: 3
nor2: 41
and2: 4
nor3: 18
inv: 27
nand2b: 5
nor4b: 4
and3: 15
or4b: 3
a21oi: 8
a21o: 7
or4: 7
nor2b: 11
nand2: 30
o31a: 4
a21boi: 2
a31oi: 9
edfxtp: 14
or2: 2
clkbuf: 4
a211oi: 2
nand3b: 2
nand4: 14
nand3: 39
ha: 23
xor2: 36
and4: 2
dfxtp: 102
-- metrics by stage --
step	hold slack [ns]	power, W	setup slack, ns
floorplan	0.4526	0.0005073	1.345
global route	0.5177	0.0008746	0.9928
global placement	0.4710	0.0005066	1.211
CTS	0.4901	0.0008577	1.203
finish	0.4879	0.0008438	1.225
detailed placement	0.4760	0.0005065	1.228
-- cell families after synthesis --
group	count (synthesis)	share of synthesized area, %
AOI/OAI and AO/OA	50	6.531
xor gates and xnor gates	74	12.82
adders and majority gates	23	5.690
buffers and inverters	34	2.771
DFF	116	48.69
muxes	1	0.1979
other	1	0.07415
and+or+nand+nor	215	23.23
-- routing by layer --
metal / vias up / wire, um / global-route usage [%]
li1: 1828 / - / -
met5: - / 0 / 0
met2: 31 / 3379 / 25.18
met3: 4 / 117 / 0.9649
met4: 0 / 51 / 1.099
met1: 1565 / 3926 / 24.27
-- worst max-delay path, stage by stage (launching register included) --
cell                      delay (ns)
sky130_fd_sc_hd__dfxtp_1        0.44
sky130_fd_sc_hd__nor4b_1        0.09
sky130_fd_sc_hd__nand4_1        0.12
sky130_fd_sc_hd__nor4_1         0.08
sky130_fd_sc_hd__buf_4          0.18
sky130_fd_sc_hd__nor2b_1        0.15
sky130_fd_sc_hd__ha_1           0.22
sky130_fd_sc_hd__nand3_1        0.12
sky130_fd_sc_hd__or4_1          0.59
sky130_fd_sc_hd__nor4_1         0.27
sky130_fd_sc_hd__xnor2_1        0.16
sky130_fd_sc_hd__nor2_1         0.05
-- state kept, by name (all words and copies together), names as in the netlist, 4 cells and up --
name,cells
cont,4
contador,7
mov,4
contador4,7
contador1,7
U1.conta,20
U2.contador,25
contador2,7
contador3,7
contador5,7
-- worst min path at each step --
| stage | to | slack (ns) | cells after the start |
|---|---|---|---|
| after global routing | U2.contador[10]$_DFF_P_ | 0.52 | 1 |
| after CTS | U2.contador[21]$_DFF_P_ | 0.49 | 2 |
| final | U2.contador[21]$_DFF_P_ | 0.49 | 2 |
-- cell type report --
type                    instances  area (um2)
clock inverters                 1       5.005
flip-flops and latches        116        2462
multi-input cells             364        2455
clock buffers                   7       107.6
fillers                       890        4337
well taps                     133       166.4
repair buffers                 15       140.1
inverters                      27       101.3
-- layout by cell type (no fill, tap or decap), types with 4 or more instances in the layout --
master,Yosys,final
sky130_fd_sc_hd__or4_1,7,7
sky130_fd_sc_hd__xor2_1,36,36
sky130_fd_sc_hd__o21ai_0,8,8
sky130_fd_sc_hd__inv_1,27,27
sky130_fd_sc_hd__and3_1,15,15
sky130_fd_sc_hd__nand3_1,39,39
sky130_fd_sc_hd__nor3_1,17,17
sky130_fd_sc_hd__clkdlybuf4s50_1,0,11
sky130_fd_sc_hd__nand2b_1,5,5
sky130_fd_sc_hd__nor4_1,9,9
sky130_fd_sc_hd__nand4_1,13,13
sky130_fd_sc_hd__nand2_1,30,30
sky130_fd_sc_hd__edfxtp_1,14,14
sky130_fd_sc_hd__a31oi_1,9,9
sky130_fd_sc_hd__a21o_1,7,7
sky130_fd_sc_hd__or3_1,4,4
sky130_fd_sc_hd__nor2b_1,11,11
sky130_fd_sc_hd__a21oi_1,8,8
sky130_fd_sc_hd__buf_4,1,4
sky130_fd_sc_hd__ha_1,23,23
sky130_fd_sc_hd__and2_1,4,4
sky130_fd_sc_hd__dfxtp_1,102,102
sky130_fd_sc_hd__o31a_1,4,4
sky130_fd_sc_hd__xnor2_1,38,38
sky130_fd_sc_hd__nor2_1,41,41
sky130_fd_sc_hd__clkbuf_8,0,6
No activity file was given, so power comes from the tool's default toggle rates.
