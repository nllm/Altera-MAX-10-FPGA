$ cat flow/run.sh
#!/bin/bash
# OpenROAD 26Q1-2900-gdf79404cd8, Yosys 0.63+post, stock flow scripts
make -C /OpenROAD-flow-scripts/flow DESIGN_CONFIG=/design/flow/config.mk WORK_HOME=/design/flow/orfs finish
$ cat flow/config.mk
export PLATFORM = sky130hd
export DESIGN_NAME = seconds_counter
export DESIGN_NICKNAME = seconds_counter
export VERILOG_FILES = /design/flow/design.v
export SDC_FILE = /design/flow/constraint.sdc
export NUM_CORES = 4
export LEC_CHECK = 1
export CORE_UTILIZATION = 30
$ cat flow/constraint.sdc
current_design seconds_counter

set clk_period 4.4
set clk_io_pct 0.2

create_clock -name clk0 -period $clk_period [get_ports {clk}]

set non_clock_inputs [all_inputs -no_clocks]
set_input_delay [expr $clk_period * $clk_io_pct] -clock clk0 $non_clock_inputs
set_output_delay [expr $clk_period * $clk_io_pct] -clock clk0 [all_outputs]
$ cat flow/design.v
module clock_seconds (input clk, output reg led);
reg[24:0] contador;
always @(posedge clk)
	begin
		if(contador == 25'd24999999 )
			begin
				contador=0;
				led = ~led;
			end
		contador=contador+1;
	end
endmodule 
module seconds_counter(input clk, output [6:0] D1, output [6:0] D2);
wire r1s;
wire nled;
reg led;
reg[2:0] contador;
clock_seconds U1(.clk(clk), .led(r1s));
simple_counter U2(.a(r1s),.Display(D1));
simple_counter U3(.a(led),.Display(D2));
assign nled = ~led;
always @(posedge r1s)
	begin
		if(contador == 3'd4 )
			begin
				contador=0;
				led = ~led;
			end
		contador=contador+1;
	end
endmodule 
module simple_counter (input a, output reg [6:0] Display);
reg [3:0] conta;
always @(posedge a)
begin
	conta=conta+1;
	if (conta>9)
	begin
		conta=0;
	end
	case (conta)
	4'b0000:
	begin
		Display=7'b1000000;
	end
	4'b0001:
	begin
		Display=7'b1111001;
	end
	4'b0010:
	begin
		Display=7'b0100100;
	end
	4'b0011:
	begin
		Display=7'b0110000;
	end
	4'b0100:
	begin
		Display=7'b0011001;
	end
	4'b0101:
	begin
		Display=7'b0010010;
	end
	4'b0110:
	begin
		Display=7'b0000010;
	end
	4'b0111:
	begin
		Display=7'b1111000;
	end
	4'b1000:
	begin
		Display=7'b0000000;
	end
	4'b1001:
	begin
		Display=7'b0010000;
	end
	endcase
end
endmodule
==> flow_results.org <==
#+TITLE: Flow metrics

** Power
- The share of total power dissipated in the clock network is 35.7%.
- Combinational logic is responsible for 0% of the overall power.
- Sequential fraction of design power :: 64.3%
- Net switching power figure :: 0.0668 mW
- Static Leak :: 0.974 nW
- Overall power consumption after layout is estimated at approximately 0.37 mW.
- Internal :: 0.301 mW
- Per the power-grid run, VDD falls by no more than 170 uV.
- Sw frac :: 18.2%
- P per Cell Area :: around 140 nW/um^2

** Setup path
- STA classifies the critical path startpoint as a flip-flop.
- Crit path arrival time :: 2.89 ns
- Worst Setup Path Type :: reg2reg
- Per STA, the endpoint of the critical path is U1.contador[14].
- Critical path required time :: 4.52 ns
- The launch point of the critical path was reported as U1.contador[13].
- Worst path cell trace :: nor4b_1, nand4_1, nor4_4, nor2b_1, ha_1, nand4_4, or4b_1, a21oi_1
- Buffering stage count on the worst path with inverters included :: 0
- Slowest CP cell :: nor4_4
- Kind of cell adding the most delay to the critical path :: simple AND/OR/NAND/NOR gates
- Number of cells on the critical path :: 8
- Capturing element type of the critical path :: flip-flop
- Measured in cells, the most critical reg-to-reg path has a length of 8.
- In this run the register-to-register setup slack is 1.63 ns.
- Per the timing report, the most critical flop-to-flop path originates at U1.contador[13].
- Worst stage delay on the critical path :: 0.81 ns
- STA lists the endpoint of the worst register-to-register path as U1.contador[14].
- Largest driver fanout on the critical path :: 14

** Clock tree
- The skew report gives the latency at the later pin of the worst-skew pair as between 0.2 and 0.3 ns.
- The number of hold buffers added after CTS was 0.
- The clock passes through at most 2 buffers.
- Clock-pin slew was measured on the worst setup and hold paths at 0.09 ns.
- Setup bufs post-CTS :: 0
- CTS placed an instance of clkbuf_8 at the clock tree root.
- Total clock buffers created by CTS :: 3
- In this run the number of H-tree levels came out at 1.
- Once the clock tree was built, the resizer swapped 0 gates to a different size.
- TritonCTS built the clock tree.

** Final layout
- Among logic cells in the layout, the one with the most instances is dfxtp_1.
- The flow measured a signed area growth from synthesis to layout of 10.2%.
- Ranking logic cells in the layout by count gives the top entries 36 x dfxtp_1, 17 x nand2_1, 16 x edfxtp_1, 16 x xnor2_1, 16 x a21oi_1.
- Fillcell total :: 785
- Share of post-route cells with drive strength above 1 :: between 5 and 6%
- Summed area of non-filler cells in the final layout :: about 2700 um^2

** Final timing
- After layout, the worst path uses a little over three fifths of the clock period.
- Transition time at the pin with the least slew margin :: 0.811 ns
- Final worst path period need :: 2.77 ns
- Worst hold slack :: 0.458 ns
- Counting pins that exceed their max-slew limit in the final report gives 0.
- Final Skew :: 0.00718 ns
- Maximum clock frequency :: 361 MHz
- In the final report, the number of endpoints failing setup comes to 0.
- Setup repair after global routing left no endpoint under its margin.
- Setup total negative slack on the finished layout was measured at 0 ns.
- Final Hold Violating Endpoints :: 0
- The max-slew check reports its worst relative slack as 45.5%.
- Endpoints left unconstrained :: 55
- The timer found 26 register pins that no clock reaches; their paths are not timed.

** Floorplanning
- Floorplan core area :: roughly 7800 um^2
- 15 I/O pins were placed.
- The die covers 8460 um^2.
- Die X :: approximately 92 um
- Row count :: 32
- Core Util at FP :: 31.3%
- Chip Height :: 92.0 um

** Placed design
- Detailed placement ended at an HPWL of 2630 um.
- Last weighted congestion value of the routability-driven placer :: approximately 0.83
- Per the detailed placement report, the placed cell area equals 2630 um^2.
- Buffers placed on the I/O ports in this run total 14.

** Yosys
- Yosys mapped a number of flops with a built-in enable equal to 16.
- Predominant post-synthesis flop cell :: dfxtp_1
- Per the synthesis report, the dominant area consumer among library cells is dfxtp_1.
- Number of cells in the yosys synthesis report :: roughly 240
- The synthesized netlist handed to floorplanning was reported with a cell count of between 200 and 250.
- Warnings, synthesis :: 3
- For this run, the register share of the synthesized area comes to roughly 50%.
- Tally of unique sky130hd cells used after synthesis :: around 49
- Share of async-settable or async-resettable flops after synthesis :: 0%
- The stat command in Yosys gives a chip area of 2430 um^2.
- Dominant cells by area after synthesis :: dfxtp_1 30%, edfxtp_1 20%, xnor2_1 5.8%
- Per the synth log, the flip-flop and latch total comes to 52.
- The synthesized design devotes to its leading area cell type 29.7% of total area.
- For reference, the post-synthesis area per instance comes to ~10 um^2.
- Summing every instance area after synthesis gives 2430 um^2.

** Routing
- Vias after detailed routing :: 1637
- Total length of routed wires :: roughly 3500 um
- Remaining design rule violation count :: 0
- Number of optimization iterations in the first detailed-route pass :: 4
- Average detailed-routed wire length per instance :: 10.1 um
- Antenna diodes :: 0
- Drt first-iter violations :: 39
- Ratio of routed vias to standard cells :: about 4.7
- The count of nets left with antenna violations once routing finished came out at 0.

** GRT
- Vias in the first global route :: ~1500
- The first global-routing pass estimated roughly 6300 um of wire.
- The total overflow left after global routing is 0.
- Maximum number of pins on one net before global-route repair :: 17
- The number of antenna violations at the first check in global routing came to 0.
- Total GRT Usage :: 8.99%

** Flow run
- Summing over the stages, the warning tally comes to 29.
- Number of max-capacitance violations reported :: 0

** Outcome
- Status :: finished clean

** Hold path
- STA reports the tightest min-delay check as being of type reg2reg.
- Counting instances, the worst hold path has a depth of 1.
-- worst min path at each step --
stage | slack (ns) | from | endpoint
finish | 0.46 | U1.contador[0] | U1.contador[0]
global route | 0.50 | U1.contador[0] | U1.contador[0]
CTS | 0.47 | U1.contador[0] | U1.contador[0]
-- stage by stage --
stage | cells | utilization, % | setup slack (ns)
after floorplan | 242 | - | 2.21
after global placement | 346 | 33.9 | 1.65
after detailed placement | 346 | 33.9 | 1.61
after CTS | 350 | 34.5 | 1.59
after global routing | 350 | 34.5 | 1.34
final | 350 | 34.5 | 1.63
-- power groups by stage --
stage	Clock (mW)	Combinational (mW)	Sequential [mW]
4_1_cts	0.138	0.000000478	0.236
5_1_grt	0.147	0.000000478	0.236
6_report	0.131	0.000000478	0.236
-- synth_stat cells (all sizes together), types with 7 or more instances --
library cell / number
a21oi: 17
o21ai: 12
nand3: 12
edfxtp: 16
xnor2: 16
clkbuf: 9
nor2: 13
xor2: 8
nand2: 17
nor3: 7
dfxtp: 36
ha: 8
or4: 7
inv: 13
-- worst register-to-register path, delay by kind of cell (launching register included) --
kind / cells / cell delay (ns)
compound gates: 1 / 0.06
simple gates: 6 / 1.81
fa+ha+maj: 1 / 0.32
flops: 1 / 0.44
-- layout make-up --
| type | count | area [um^2] | area share (%) |
|---|---|---|---|
| clock buffer | 4 | 45.0 | 1.68 |
| timing repair buffer | 14 | 140 | 5.23 |
| tap | 102 | 128 | 4.77 |
| multi-input combinational | 165 | 1110 | 41.6 |
| sequential | 52 | 1200 | 44.9 |
| inverter | 13 | 48.8 | 1.82 |
-- registers in the layout (all words and copies together), names as in the netlist --
name         flops
U1.contador     25
U1.led           1
U2.Display       7
U2.conta         4
U3.Display       7
U3.conta         4
contador         3
led              1
-- routing by layer --
metal	global-route usage, %	part of all wire (%)	vias up	wire, um
met5	0	0	-	0
met1	14.1	53	753	1880
met4	0.391	0	0	0
met2	15.0	46	9	1610
met3	0.506	1.2	0	43
li1	-	-	875	-
-- logic make-up (layout without fill, tap and decap cells) --
| logic type | after synthesis | count (layout) | synth area share [%] |
|---|---|---|---|
| AND-OR/OR-AND | 46 | 46 | 11.4 |
| flip-flops | 52 | 52 | 49.4 |
| XOR/XNOR | 24 | 24 | 8.65 |
| multiplexers | 2 | 2 | 0.875 |
| AND/OR/NAND/NOR | 85 | 85 | 20.9 |
| adder cells (fa/ha/maj) | 8 | 8 | 4.12 |
| buffers and inverters | 25 | 31 | 4.69 |
No activity file was given, so power comes from the tool's default toggle rates.
