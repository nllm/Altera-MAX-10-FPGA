[/design/flow/run.sh]
#!/bin/bash
# OpenROAD 26Q1-2900-gdf79404cd8, Yosys 0.63+post, stock flow scripts
make -C /OpenROAD-flow-scripts/flow DESIGN_CONFIG=/design/flow/config.mk WORK_HOME=/design/flow/orfs finish
[/design/flow/constraint.sdc]
current_design full_clock

set clk_period 4.9
set clk_io_pct 0.2

create_clock -name clk0 -period $clk_period [get_ports {clk}]

set non_clock_inputs [all_inputs -no_clocks]
set_input_delay [expr $clk_period * $clk_io_pct] -clock clk0 $non_clock_inputs
set_output_delay [expr $clk_period * $clk_io_pct] -clock clk0 [all_outputs]
[/design/flow/design.v]
module clock (input clk, output reg led);
reg[24:0] contador;
always @(posedge clk)
	begin
		if(contador == 25'd24999 )
			begin
				contador=0;
				led = ~led;
			end
		contador=contador+1;
	end
endmodule 
module full_clock(input clk, output [6:0] D1, output [6:0] D2, output [6:0] D3, output [6:0] D4, output [6:0] D5, output [6:0] D6);
wire r1s;
wire ru1;
wire rd1;
wire ru2;
wire rd2;
wire ru3;
wire rd3;
clock U1(.clk(clk), .led(r1s));
units U2(.a(r1s), .Display(D1), .b(ru1));
tens U3(.a(ru1), .Display(D2),.c(rd1));
units U4(.a(rd1), .Display(D3), .b(ru2));
tens U5(.a(ru2), .Display(D4),.c(rd2));
units_end U6(.a(rd2), .Display(D5), .b(ru3));
tens_end U7(.a(ru3), .Display(D6),.c(rd3));
endmodule 
module tens (input a, output reg [6:0] Display, output reg c);
reg [3:0] conta;
always @(negedge a)
begin
	conta=conta+1;
	if (conta>5)
	begin
		conta=0;
		c=~c;
	end
	case (conta)
	4'b0000:
	begin
		Display=7'b1000000;
	end
	4'b0001:
	begin
		Display=7'b1111001;
		c=~c;
	end
	4'b0010:
	begin
		Display=7'b0100100;
	end
	4'b0011:
	begin
		Display=7'b0110000;
	end
	4'b0100:
	begin
		Display=7'b0011001;
	end
	4'b0101:
	begin
		Display=7'b0010010;
	end
	endcase
end
endmodule
module tens_end (input a, output reg [6:0] Display, output reg c);
reg [3:0] conta;
always @(negedge a)
begin
	conta=conta+1;
	if (conta>2)
	begin
		conta=0;
		c=~c;
	end
	case (conta)
	4'b0000:
	begin
		Display=7'b1000000;
	end
	4'b0001:
	begin
		Display=7'b1111001;
		c=~c;
	end
	4'b0010:
	begin
		Display=7'b0100100;
	end
	endcase
end
endmodule
module units (input a, output reg [6:0] Display, output reg b);
reg [3:0] conta;
always @(negedge a)
begin
	conta=conta+1;
	if (conta>9)
	begin
		conta=0;
		b=~b;
	end
	case (conta)
	4'b0000:
	begin
		Display=7'b1000000;
	end
	4'b0001:
	begin
		Display=7'b1111001;
		b=~b;
	end
	4'b0010:
	begin
		Display=7'b0100100;
	end
	4'b0011:
	begin
		Display=7'b0110000;
	end
	4'b0100:
	begin
		Display=7'b0011001;
	end
	4'b0101:
	begin
		Display=7'b0010010;
	end
	4'b0110:
	begin
		Display=7'b0000010;
	end
	4'b0111:
	begin
		Display=7'b1111000;
	end
	4'b1000:
	begin
		Display=7'b0000000;
	end
	4'b1001:
	begin
		Display=7'b0010000;
	end
	endcase
end
endmodule
module units_end (input a, output reg [6:0] Display, output reg b);
reg [3:0] conta;
reg [5:0] conta2;
always @(negedge a)
begin
	conta=conta+1;
	conta2=conta2+1;
	if (conta>9)
	begin
		conta=0;
		b=~b;
	end
	if(conta2>25)
	begin
	conta=0;
	conta2=0;
	b=~b;
	end
	case (conta)
	4'b0000:
	begin
		Display=7'b1000000;
	end
	4'b0001:
	begin
		Display=7'b1111001;
		b=~b;
	end
	4'b0010:
	begin
		Display=7'b0100100;
	end
	4'b0011:
	begin
		Display=7'b0110000;
	end
	4'b0100:
	begin
		Display=7'b0011001;
	end
	4'b0101:
	begin
		Display=7'b0010010;
	end
	4'b0110:
	begin
		Display=7'b0000010;
	end
	4'b0111:
	begin
		Display=7'b1111000;
	end
	4'b1000:
	begin
		Display=7'b0000000;
	end
	4'b1001:
	begin
		Display=7'b0010000;
		conta2= conta2+1;
	end
	endcase
end
endmodule
[/design/flow/config.mk]
export PLATFORM = sky130hd
export DESIGN_NAME = full_clock
export DESIGN_NICKNAME = full_clock
export VERILOG_FILES = /design/flow/design.v
export SDC_FILE = /design/flow/constraint.sdc
export NUM_CORES = 4
export LEC_CHECK = 1
export CORE_UTILIZATION = 30
==> results.py <==
# Metrics from the implementation run
metrics = {
    "clock_network": {
        "cts-hold-fix-buffers": 0,
        "ctsResizeCount": 0,
        "cts_setup_buffers": 0,
        "tritoncts.num_buffers": 3,
        "cts_root_buffer": "sky130_fd_sc_hd__clkbuf_16",
        "cts_max_path_buffers": 2,
        "clock_tree.htree_level_count": 1,
        "clock.latency.late_pin_ps": 250,
        "cts.reportedPaths.clkPinSlew_ps": 60,
        "cts_tree": "built",
    },
    "sta": {
        "fin_crit_ps": 2540,
        "unclocked_regs": 72,
        "finalMaxSlewViolations": 0,
        "untimed_endpoints": 145,
        "setup_viol_count_final": 0,
        "timing.max_slew.rel_slack_pct": 49.4,
        "finalClockPeriodUsage_pct": 51.9,
        "count_of_endpoints_failing_hold_in_the_final_timing_report": 0,
        "achievable-frequency_mhz": 393,
        "rsz0062_at_grt": "no",
        "fin_hold_ws_ps": 448,
        "finalSetupTns_ps": 0,
        "finalClockSkew_ps": 2.17,
        "worstMarginPinSlew_ps": 756,
    },
    "yosys": {
        "synth.avg_cell_area_um2": 10.1,
        "synth-seq-cells": 98,
        "synth.cellmix.xorXnorShare_pct": 9.76,
        "synthArstFlopShare_pct": 0,
        "synth.lib_cells_used.distinct": 68,
        "synth.cellmix.compoundShare_pct": 11.2,
        "synthesis.area_mm2": 0.00476,
        "synth.area.mux_share_pct": 0.763,
        "yosysWarnings": 5,
        "ys.flop_type": "sky130_fd_sc_hd__dfxtp_1",
        "post_synth_main_logic_family": "simple AND/OR/NAND/NOR gates",
        "synth.cellmix.simpleShare_pct": 18.5,
        "synth.yosys.seq_area_share_pct": 49.2,
        "post_synth_inst_count": 471,
        "yosys-stat-area_mm2": 0.00476,
        "synth-cells-yosys": 471,
        "edf_count": 38,
        "synthAdderAreaFrac_pct": 4.73,
    },
    "critical_path": {
        "worstPathRequired_ps": 5040,
        "crit_path_start_kind": "flip-flop",
        "rrSetupSlack_ps": 2360,
        "crit-reg2reg-launch": "U1.contador[9]",
        "timing.reg2reg.worst_path_depth": 11,
        "timing.critical_path.from": "U1.contador[9]",
        "cp_data_arrival_time_ps": 2680,
        "endpoint_of_the_lowest_slack_register_to_register_path": "U1.contador[24]",
        "crit_end": "U1.contador[24]",
        "cp_max_fo": 10,
        "timing.critical_path.to_type": "flip-flop",
        "setup.worst_path.class": "flip-flop to flip-flop",
    },
    "detailed_routing": {
        "ant_nets": 0,
        "drt-vias-per-instance": 4.51,
        "route.detailed.wl_per_inst_um": 10.3,
        "drt_iter0_drc": 127,
        "antenna_cells": 0,
        "detailedRoute.firstPassIterationCount": 4,
        "routed-via-count": 3205,
        "routed_wirelength_um": 7340,
        "drc": 0,
    },
    "grt": {
        "grt_pass1_vias": 2923,
        "pin_count_of_the_biggest_net_entering_global_routing": 20,
        "grt_first_pass_wirelength_um": 13100,
        "globalRouteMet3Util_pct": 0.638,
        "combined_global_route_utilization_of_all_metal_layers_pct": 9.60,
        "grt_most_used_layer": "met2",
        "grt_antenna_before_repair": 0,
        "overflow": 0,
        "grt_use_met1_pct": 15.3,
        "groute.layer.met2.usage_pct": 15.7,
    },
    "cells_and_area": {
        "finalCoreUtilization_pct": 35.4,
        "sequential_cell_area_mm2": 0.00234,
        "area_growth_pct": 13.8,
        "layout.cells.most_common_list": "sky130_fd_sc_hd__dfxtp_1, sky130_fd_sc_hd__clkdlybuf4s50_1, sky130_fd_sc_hd__edfxtp_1, sky130_fd_sc_hd__nand2_1, sky130_fd_sc_hd__nor2_1",
        "nFillCells": 1520,
        "final_layout_size_suffix_gt1_share_pct": 5.00,
        "final_common_cell": "sky130_fd_sc_hd__dfxtp_1",
        "final-comb-area_mm2": 0.00216,
        "finalInstanceArea_mm2": 0.00541,
    },
    "floorplan": {
        "core.rowCount": 45,
        "die-height_um": 128,
        "ios": 43,
        "initial_utilization_pct": 31.1,
        "core_area_mm2": 0.0153,
        "die_width_um": 128,
        "die-area_mm2": 0.0164,
    },
    "run": {
        "max-cap-violations": 0,
        "number_of_openroad_warnings": 34,
    },
    "placement": {
        "gp_congestion": 0.831,
        "portBuffers": 41,
        "dp_hpwl_um": 5680,
        "place_area_mm2": 0.00533,
    },
    "pwr": {
        "p_leak_nw": 2.00,
        "power_density_over_cell_area_mw_per_mm2": 74.8,
        "totalPowerFinal_w": 0.000405,
        "worst_ir_drop_vdd_mv": 0.234,
    },
    "status": {
        "outcome": "complete, no violations",
    },
    "worst_hold_path": {
        "worst_hold_path_type": "flip-flop to flip-flop",
    },
}
## cells in the mapped netlist (all sizes together), types with 6 or more instances
cell     n  area share (%)
nor4     6            0.79
ha      18             4.7
nor2b    6            0.79
o31ai    6             1.4
inv     38             3.0
edfxtp  38              24
nand2   38             3.0
nand2b   7            0.92
nor3    20             2.4
nand3   13             1.4
and2     6            0.82
xnor2   34             6.3
nor2    38             3.0
xor2    19             3.5
dfxtp   60              25
buf     18             2.4
o21ai    6            0.63
nor3b    6            0.95
nand4    8             1.1
a21oi   21             2.2
a211oi   7             1.2
## where the power goes
part	leakage, nW	switching, W	total [W]	internal, W
clock network	0.0442	0.0000671	0.000192	0.000125
logic	1.03	0.000000350	0.000000351	0
registers	0.930	0	0.000213	0.000213
total	2.00	0.0000675	0.000405	0.000337
## final cells by class
class	count	share of cell area, %
sequential	98	43.3
multi-input combinational	318	39.9
timing repair buffer	41	7.58
tap	211	4.88
inverter	39	2.70
clock buffer	4	1.64
## cells by family (layout without fill, tap and decap cells)
group,count (synthesis),count (layout)
simple gates,168,168
flops,98,98
compound gates,70,70
buf+inv,60,84
xor+xnor,53,53
fa+ha+maj,18,18
mux,3,3
other cells,1,6
## worst max-delay path, cell delays in order (launching register included)
cell	delay, ps
sky130_fd_sc_hd__dfxtp_1	360
sky130_fd_sc_hd__nor4_1	340
sky130_fd_sc_hd__nand4_1	190
sky130_fd_sc_hd__nor3_4	410
sky130_fd_sc_hd__nand2b_1	180
sky130_fd_sc_hd__inv_1	40
sky130_fd_sc_hd__ha_1	190
sky130_fd_sc_hd__nand3_1	180
sky130_fd_sc_hd__nor2_1	100
sky130_fd_sc_hd__nand3_1	210
sky130_fd_sc_hd__nor3_1	90
sky130_fd_sc_hd__xor2_1	140
## per-layer routing
layer  routed length [um]  vias to the layer above  part of all wire (%)
met5                    0                        -                     0
met4                    0                        0                     0
met3                  144                        0                   2.0
met2                 3440                       35                    47
met1                 3750                     1479                    51
li1                     -                     1691                     -
## state kept, by name, indices dropped and copies added, names as in the netlist, 6 cells and up
| register | cells |
|---|---|
| U2.Display | 7 |
| U3.Display | 6 |
| U4.Display | 7 |
| U5.Display | 6 |
| U6.conta2 | 6 |
| U1.contador | 25 |
| U6.Display | 7 |
## worst min path at each step
stage / from / endpoint / depth (start not counted)
4_1_cts: U1.contador[0] / U1.contador[0] / 1
5_1_grt: U1.contador[0] / U1.contador[0] / 1
6_report: U1.contador[0] / U1.contador[0] / 1
## per-stage QoR
stage / setup slack, ps / cells
6_report: 2360 / 711
5_1_grt: 2070 / 711
4_1_cts: 2340 / 711
3_5_place_dp: 2380 / 707
3_3_place_gp: 2400 / 707
2_1_floorplan: 2680 / 476
Power is estimated from default activity; no workload was simulated.
